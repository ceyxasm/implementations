<file path="flow/design.v">
module alu(a,b,op,out);
input [31:0] a,b;
input [2:0] op;
output reg [31:0] out;
always @*
begin
case(op)
0: out = 0;
1: out = a+b;
2: out = a-b;
3: out = a << 1;
4: out = a >> 1;
5: out = a & b;
6: out = a|b;
7: out = a^b;
endcase
end
endmodule
</file>
<file path="flow/run.sh">
#!/bin/bash
# OpenROAD 26Q1-2900-gdf79404cd8, Yosys 0.63+post, stock flow scripts
make -C /OpenROAD-flow-scripts/flow DESIGN_CONFIG=/design/flow/config.mk WORK_HOME=/design/flow/orfs finish
</file>
<file path="flow/config.mk">
export PLATFORM = sky130hd
export DESIGN_NAME = alu
export DESIGN_NICKNAME = alu
export VERILOG_FILES = /design/flow/design.v
export SDC_FILE = /design/flow/constraint.sdc
export NUM_CORES = 4
export LEC_CHECK = 1
export CORE_UTILIZATION = 30
</file>
<file path="flow/constraint.sdc">
current_design alu

set clk_period 13.8
set clk_io_pct 0.2

create_clock -name clk0 -period $clk_period

set non_clock_inputs [all_inputs -no_clocks]
set_input_delay [expr $clk_period * $clk_io_pct] -clock clk0 $non_clock_inputs
set_output_delay [expr $clk_period * $clk_io_pct] -clock clk0 [all_outputs]
</file>
==> impl_metrics.env <==
# physical design summary
export IMPL_status="complete, no violations"
export IMPL_critPathSlowestCell="or4_4"
export IMPL_antennaDiodeCount=0
export IMPL_maxCapViolCount=0
export IMPL_rows=45
export IMPL_finalCritPeriodShare=0.7597
export IMPL_critPathRequiredTime_ns=11.04
export IMPL_port_buffers=99
export IMPL_cts_setup_buffers=0
export IMPL_nClkBuffers=0
export IMPL_cpPeakStageDelay_ns=0.57
export IMPL_antenna_found_initial=0
export IMPL_drc=0
export IMPL_power_leakage_nw=2.618
export IMPL_wl_per_cell_um=15.47
export IMPL_synth_cells=696
export IMPL_power_density_mw_per_mm2=41.59
export IMPL_tightest_slew_ns=0.8079
export IMPL_period_needed_ns=10.48
export IMPL_finalSetupViolations=0
export IMPL_min_path_type="input port to primary output"
export IMPL_vias_per_cell=5.124
export IMPL_cts_hold_buf=0
export IMPL_fillers=1619
export IMPL_yosysCellCount=696
export IMPL_cp_cell_sequence="clkdlybuf4s50_1 -> or4_4 -> or4_4 -> nor2_4 -> and3_2 -> a41oi_1 -> xnor2_1 -> ha_1 -> a21o_1 -> a21oi_1 -> nor2b_1 -> o21ai_0 -> nand2b_1 -> a211oi_1 -> o22ai_1 -> a21oi_1 -> xnor2_1 -> o21ai_0 -> clkdlybuf4s50_1"
export IMPL_area_delta_synth_final_pct=22.97
export IMPL_grt_overflow=0
export IMPL_place_congestion=0.9176
export IMPL_grt_pass1_vias=4576
export IMPL_drtIter0Drc=362
export IMPL_dieArea_mm2=0.01636
export IMPL_vias=4981
export IMPL_core_util_floorplan=0.3105
export IMPL_crit_path_start_kind="input port"
export IMPL_grt_first_pass_wirelength_mm=23.74
export IMPL_syn_area_per_cell_um2=6.831
export IMPL_grt_usage=0.1820
export IMPL_die_h_um=127.9
export IMPL_vdd_ir_drop_max_v=0.00001527
export IMPL_openroad_warnings=65
export IMPL_dp_slack_ns=3.279
export IMPL_final_cell_area_mm2=0.005847
export IMPL_fin_setup_tns_ns=0
export IMPL_grt_busiest_layer="met2"
export IMPL_netlist_area_mm2=0.004755
export IMPL_use_met2=0.3095
export IMPL_seq_cell_count=0
export IMPL_synth_warnings=1
export IMPL_slew_headroom=0.4564
export IMPL_yosysTopAreaCellShare=0.2526
export IMPL_place_area_mm2=0.005847
export IMPL_grt_max_degree=64
export IMPL_core_mm2=0.01531
export IMPL_wl_mm=15.03
export IMPL_ys_chip_area_mm2=0.004755
export IMPL_ant_nets=0
export IMPL_hold_violations=0
export IMPL_maxSlewViolCount=0
export IMPL_yosysSeqAreaShare=0
export IMPL_flop_area_um2=0
export IMPL_synth_largest_area_cell="ha_1"
export IMPL_worst_slack_ns=3.316
export IMPL_fp_dieW_um=127.9
export IMPL_crit_arrival_ns=7.72
export IMPL_dr_pass1_iters=6
export IMPL_timing_fmax_ghz=0.09538
export IMPL_cp_max_fo=8
export IMPL_post_cts_resized=0
export IMPL_end_kind="primary output"
export IMPL_gr_usage_met3=0.006378
export IMPL_critPathKind="input port to primary output"
export IMPL_ys_types=61
export IMPL_met1_usage=0.2693
export IMPL_dp_hpwl_mm=11.58
export IMPL_drive_above_1_share=0.03811
export IMPL_io_pin_count=99
export IMPL_topCellsByArea="ha_1, o21ai_0, xnor2_1, inv_1, a21oi_1"
export IMPL_rsz0062_at_grt="false"
[layout by cell type, fill, tap and decap left out, drive strengths merged, types with 4 or more instances in the layout]
cell and instances:
a211oi 9, a21o 17, a21oi 52, a222oi 4, a22o 15, a22oi 20
a31oi 13, a41oi 5, and3 4, buf 10, clkdlybuf4s50 96, ha 96
inv 74, mux2 5, mux2i 6, nand2 67, nand2b 6, nand3 9
nand4 4, nor2 41, nor2b 9, nor3 7, nor4 4, o211ai 5
o21a 6, o21ai 84, o31ai 5, xnor2 44, xor2 14
[path summary, 6_finish.rpt]
| kind | start | end | slack, ns | cells after the start |
|---|---|---|---|---|
| min | op[2] | out[1] | 6.54 | 5 |
| max | b[4] | out[29] | 3.32 | 19 |
[cell usage after synthesis (all sizes together) (6+ instances only)]
cell type   n
a21oi      52
mux2i       6
a22oi      20
a21o       17
buf        10
a22o       15
clkbuf     31
nand2      67
nand3       9
inv        74
nor2       41
nor2b       9
xnor2      44
nand2b      6
ha         96
o21a        6
nor3        7
xor2       14
a211oi      9
a31oi      13
o21ai      84
[routing by layer]
metal,part of all wire,up-vias
met2,0.46,136
met5,0,-
met4,0.0052,0
met3,0.045,6
li1,-,2611
met1,0.49,2228
[stage by stage]
step	std cells	util	power, mW	hold WS (ns)
4_1_cts	972	0.3818	0.2435	6.551
3_3_place_gp	972	0.3818	0.2430	6.542
5_1_grt	972	0.3818	0.2717	6.611
6_report	972	0.3818	0.2432	6.541
2_1_floorplan	696	-	0.1498	5.620
3_5_place_dp	972	0.3818	0.2418	6.547
[cell families (layout without fill, tap and decap cells)]
group | after synthesis | after routing | share of synthesized area
compound gates | 249 | 249 | 0.3321
xor+xnor | 58 | 58 | 0.1108
fa+ha+maj | 97 | 97 | 0.2568
buf+inv | 115 | 180 | 0.1005
simple gates | 163 | 163 | 0.1611
mux | 14 | 14 | 0.03868
[worst max-delay path: cells and delay by family]
family                   cells  cell delay (ns)
adder cells (fa/ha/maj)      1             0.39
buffers and inverters        2             1.00
AND/OR/NAND/NOR              6             1.55
XOR/XNOR                     2             0.24
AND-OR/OR-AND                8             1.77
[area by class of cell]
cell class	instances	area [um2]	share of cell area
inverter	74	277.8	0.04751
timing repair buffer	106	1028	0.1759
tap	211	264.0	0.04515
multi-input combinational	581	4277	0.7314
[where the power goes]
part           switching, mW  internal (mW)  leakage (nW)  total (mW)
combinational          0.125          0.118          2.62       0.243
sequential                 0              0             0           0
clock                      0              0             0           0
No activity file was given, so power comes from the tool's default toggle rates.
