`/design/flow/design.v`:
```
`timescale 1ns / 1ps
module half_adder(a,b,s,c);
input a,b;
output s,c;
assign s = a^b;
assign c = a&b;
endmodule
module full_adder(a,b,cin,s,cout);
input a,b,cin;
output s,cout;
half_adder H1(a,b,s1,c1);
half_adder H2(s1,cin,s,c2);
assign cout = c1|c2;
endmodule
module fourbitadder(a,b,c0,s,Cout);
input [3:0] a;   
input [3:0] b;   
input c0;        
output [3:0] s;  
output Cout;     
full_adder F1(a[0],b[0],c0,s[0],c1);  
full_adder F2(a[1],b[1],c1,s[1],c2);
full_adder F3(a[2],b[2],c2,s[2],c3);
full_adder F4(a[3],b[3],c3,s[3],Cout);
endmodule
module bcdAdder(a,b,cin,sum,cout);
input [3:0] a,b;
input cin;
output [3:0] sum;
output cout;
wire [3:0] s1, temp;
wire c1;
fourbitadder four(a,b,cin,s1,c1);
assign c2 = c1 | s1[3]&s1[2] | s1[3]&s1[1];
assign temp[3] = 1'b0;
assign temp[0] = 1'b0;
assign temp[1] = c2;
assign temp[2] = c2;
assign cout = c2;
fourbitadder fourr(s1,temp,1'b0,sum,useless_carry);
endmodule
`timescale 1ns / 1ps
module threebitadder(a2,a1,a0,b2,b1,b0,cin,s2,s1,s0,cout);
input a0,a1,a2,b0,b1,b2,cin;
output s0,s1,s2,cout;
full_adder F1(a0,b0,cin,s0,c1);  
full_adder F2(a1,b1,c1,s1,c2);
full_adder F4(a2,b2,c2,s2,cout);
endmodule
module sixbitadder(a5,a4,a3,a2,a1,a0,b,cin,sum,cout);
input a0,a1,a2,a3,a4,a5;
input [5:0] b;
input cin;
output [5:0]sum;
output cout;
wire [5:0]c;
assign c[0] = cin;
full_adder F1(a0,b[0],cin,sum[0],c[1]);
full_adder F2(a1,b[1],c[1],sum[1],c[2]);
full_adder F3(a2,b[2],c[2],sum[2],c[3]);
full_adder F4(a3,b[3],c[3],sum[3],c[4]);
full_adder F5(a4,b[4],c[4],sum[4],c[5]);
full_adder F6(a5,b[5],c[5],sum[5],cout);
endmodule
module bcd_to_7seg(
    input  [3:0]hex,
    output reg [6:0]led
    );
always @*
begin
    case(hex)
        4'b0000 : led=7'b1111110;
        4'b0001 : led=7'b0110000;
        4'b0010 : led=7'b1101101;
        4'b0011 : led=7'b1111001;
        4'b0100 : led=7'b0110011;
        4'b0101 : led=7'b1011011;
        4'b0110 : led=7'b1011111;
        4'b0111 : led=7'b1110000;
        4'b1000 : led=7'b1111111;
        4'b1001 : led=7'b1111011;
        default : led=7'b0000000;
    endcase
end
endmodule
module multiplier(a2,a1,a0,b2,b1,b0,led_ten,led_one, ten, one);
input a0, a1, a2, b0, b1, b2;
wire p0,p1,p2,p3,p4,p5;
wire [2:0] stage0, stage1, stage2;
wire [2:0] sum1,sum2;
wire [5:0] sum_bcd;
reg [5:0] add, ayo;
reg w1, w2, w3, w4;
wire cout1, cout2;
output [6:0] led_ten, led_one;
output [3:0] ten, one;
assign stage0[0] = a0&b0;
assign stage0[1] = a0&b1;
assign stage0[2] = a0&b2;
assign stage1[0] = a1&b0;
assign stage1[1] = a1&b1;
assign stage1[2] = a1&b2;
assign stage2[0] = a2&b0;
assign stage2[1] = a2&b1;
assign stage2[2] = a2&b2;
threebitadder three1(1'b0, stage0[2],stage0[1],stage1[2],stage1[1],stage1[0],1'b0,sum1[2],sum1[1],sum1[0],cout1);
threebitadder three2(cout1,sum1[2],sum1[1],stage2[2],stage2[1],stage2[0],1'b0,sum2[2],sum2[1],sum2[0],cout2);
assign p0 = stage0[0];
assign p1 = sum1[0];
assign p2 = sum2[0];
assign p3 = sum2[1];
assign p4 = sum2[2];
assign p5 = cout2;
sixbitadder six1(p5,p4,p3,p2,p1,p0,add,1'b0,sum_bcd,cout);
reg [3:0] tenz;
reg [3:0] onez;
reg [5:0] idk;
reg Cout;
bcd_to_7seg bcd1(tenz, led_ten);
bcd_to_7seg bcd2(onez, led_one);
assign ten = tenz;
assign one = onez;
always @(p0,p1,p2,p3,p4,p5,sum_bcd, cout) begin
    w1= (~p5 & ~p4 & p3 & p1) | (~p5 & ~p4 & p3 & p2) | (~p5 & p4 & ~p3 & ~p2);              
    w2 = (~p5 & p4 & ~p3 & p2) | (~p5 & p4 & p3 & ~p2) | (~p5 & p4 & p3 & p2 & ~p1);         
    w3 = (~p5 & p4 & p3 & p2 & p1) | (p5 & ~p4 & ~p3);                                       
    w4 = (p5 & p3) | (p5 & p4);                                                              
    add = w4?6'b011000:(w3?6'b010010:(w2?6'b001100:(w1?6'b000110:6'b000000)));               
    idk = sum_bcd;
    Cout = cout;
    tenz[1:0] = idk[5:4];        
    tenz[2] = Cout;              
    tenz[3] = 1'b0;              
    onez = idk[3:0];             
end
endmodule
```
`/design/flow/run.sh`:
```
#!/bin/bash
# OpenROAD 26Q1-2900-gdf79404cd8, Yosys 0.63+post, stock flow scripts
make -C /OpenROAD-flow-scripts/flow DESIGN_CONFIG=/design/flow/config.mk WORK_HOME=/design/flow/orfs finish
```
`/design/flow/config.mk`:
```
export PLATFORM = sky130hd
export DESIGN_NAME = multiplier
export DESIGN_NICKNAME = multiplier
export VERILOG_FILES = /design/flow/design.v
export SDC_FILE = /design/flow/constraint.sdc
export NUM_CORES = 4
export LEC_CHECK = 1
export CORE_AREA = 10 10 70 70
export DIE_AREA = 0 0 80 80
```
`/design/flow/constraint.sdc`:
```
current_design multiplier

set clk_period 5.3
set clk_io_pct 0.2

create_clock -name clk0 -period $clk_period

set non_clock_inputs [all_inputs -no_clocks]
set_input_delay [expr $clk_period * $clk_io_pct] -clock clk0 $non_clock_inputs
set_output_delay [expr $clk_period * $clk_io_pct] -clock clk0 [all_outputs]
```
==> impl_metrics.sql <==
-- implementation run metrics
INSERT INTO impl_metrics (metric_group, metric, value, unit) VALUES
('timing', 'finalHoldViolCount', '0', ''),
('drt', 'drt-initial-drc-count', '17', ''),
('critical_path', 'path_cells', 'buf_6 > and2_4 > ha_4 > inv_2 > fa_1 > inv_1 > ha_2 > fa_2 > fa_2 > nor2b_4 > o31ai_2 > a31oi_1 > ha_2 > inv_2 > fa_2 > fa_2 > fa_2 > ha_4 > inv_4 > ha_4 > nor2b_4 > a21oi_2 > buf_2', ''),
('die', 'die_width', '80', 'um'),
('critical_path', 'cp_num_buf_inv', '6', ''),
('yosys', 'ys.warnings.count', '8', ''),
('critical_path', 'critical_path_required', '4.24', 'ns'),
('status', 'failed_checks', 'setup timing', ''),
('timing', 'fin_crit_sh', '125.6', '%'),
('yosys', 'synth.distinct_cells', '24', ''),
('critical_path', 'end_kind', 'output pin', ''),
('status', 'outcome', 'finished with violations', ''),
('drt', 'drc', '0', ''),
('timing', 'maxSlewViolCount', '0', ''),
('yosys', 'syn-instance-count', '102', ''),
('place', 'placement.cell_area', '1275', 'sq um'),
('die', 'top_level_port_count', '28', ''),
('hold_path', 'holdCritStartpoint', 'b0', ''),
('timing', 'totalNegativeSetupSlack', '-19.11', 'ns'),
('cells_and_area', 'seqCellArea', '0', 'sq um'),
('critical_path', 'path_delay_family', 'adder cells', ''),
('cells_and_area', 'clock_buffer_count', '0', ''),
('critical_path', 'crit_top_cell', 'fa_2', ''),
('timing', 'min_period', '6.659', 'ns'),
('yosys', 'syn_area', '772.0', 'sq um'),
('place', 'place_inst', '188', ''),
('clocking', 'holdBufCountCts', '0', ''),
('cells_and_area', 'multi_input_comb_area', '824.5', 'sq um'),
('timing', 'final_setup_margin', '-1.359', 'ns'),
('flow_run', 'stage_log_warnings', '45', ''),
('die', 'initial_utilization', '22.60', '%'),
('drt', 'drt-total-wl', '2269', 'um'),
('pwr', 'power_density', '379.9', 'nW/um^2'),
('cells_and_area', 'finish.instance_area', '1546', 'sq um'),
('cells_and_area', 'area_growth', '100.3', '%'),
('drt', 'antennaDiodeCount', '0', ''),
('cells_and_area', 'instances_no_fill', '207', ''),
('cells_and_area', 'drive_above_1_share', '67.08', '%'),
('timing', 'rsz0062_at_grt', 'true', ''),
('drt', 'detailroute.via_count', '879', ''),
('die', 'rows', '21', ''),
('flow_run', 'timing.max_cap.violations', '0', ''),
('hold_path', 'worstHoldPathType', 'in -> out', ''),
('yosys', 'synthDominantCellAreaShare', '27.55', '%'),
('timing', 'clock.fmax', '150.2', 'MHz'),
('pwr', 'irDropWorstVdd', '175.0', 'uV'),
('die', 'die_area', '6400', 'sq um'),
('cells_and_area', 'nFillCells', '316', ''),
('global_route', 'grt_max_degree', '8', ''),
('global_route', 'grt_use_total', '7.002', '%'),
('place', 'io_buffer_count', '27', ''),
('place', 'dp_hpwl', '1583', 'um'),
('global_route', 'initial_antenna_violation_count', '0', ''),
('critical_path', 'critPathKind', 'in -> out', ''),
('cells_and_area', 'seq_cell_count', '0', ''),
('yosys', 'post_synth.cell_area_avg', '7.569', 'sq um'),
('yosys', 'post_synth_main_area_contributors', 'ha_1, fa_1, inv_1, buf_4, o21ai_0', ''),
('die', 'core', '3416', 'sq um'),
('yosys', 'ys_cells', '102', ''),
('pwr', 'total_leakage_power', '0.7475', 'nW'),
('drt', 'ant_nets', '0', ''),
('critical_path', 'cp_max_fo', '3', ''),
('drt', 'drt_pass1_iterations', '4', ''),
('hold_path', 'whs_endpoint', 'led_one[2]', ''),
('global_route', 'first_global_vias', '917', ''),
('yosys', 'synth_chip_area', '772.0', 'sq um'),
('yosys', 'netlist_top_cells_count', 'ha_1, inv_1, nand2_1', ''),
('place', 'gp_congestion', '0.8133', ''),
('yosys', 'cell_type_with_the_highest_aggregate_area_in_the_netlist', 'ha_1', ''),
('critical_path', 'critPathLaunchType', 'input port', ''),
('global_route', 'grt-ovfl-total', '0', ''),
('timing', 'setup-violations-final', '19', ''),
('drt', 'detail_route.wl_per_cell', '10.96', 'um'),
('critical_path', 'critical-path-slowest-cell', 'fa_2', ''),
('hold_path', 'hold_path_depth', '6', ''),
('place', 'dpl_worst_slack', '-2.278', 'ns'),
('critical_path', 'critPathArrivalTime', '5.60', 'ns'),
('critical_path', 'critical_path.max_stage_delay', '0.58', 'ns'),
('yosys', 'yosys.stat.seqShare', '0', '%'),
('drt', 'detail_route.vias_per_cell', '4.246', ''),
('global_route', 'grt_first_pass_wirelength', '3933', 'um'),
('die', 'chipHeight', '80', 'um');
==> per-stage QoR <==
stage	hold WS, ns	utilization (%)	power (mW)
4_1_cts	2.706	42.60	0.5242
3_5_place_dp	3.355	37.33	0.4407
6_report	2.758	45.27	0.5876
5_1_grt	2.841	45.27	0.6488
3_3_place_gp	3.357	37.33	0.4407
2_1_floorplan	2.348	-	0.2432
==> cells by family (layout without fill, tap and decap cells) <==
family	Yosys count	count (layout)	synth area share, %
buffers and inverters	29	88	19.29
AND/OR/NAND/NOR	24	24	16.53
adder cells (fa/ha/maj)	23	23	43.11
AND-OR/OR-AND	23	23	17.99
multiplexers	2	2	2.593
other	1	1	0.4858
==> repair_timing <==
item                                    in CTS  in global routing
pin swaps                                   21                 15
endpoints found under the setup margin      20                 20
gates resized                              112                 18
setup buffers                               16                  6
==> cells in the final DEF (no fill, tap or decap), types with 2 or more instances in the layout <==
master | netlist | layout
mux2i_1 | 2 | 2
buf_6 | 1 | 24
and2_4 | 0 | 2
o21ai_1 | 0 | 3
a21oi_2 | 0 | 2
ha_2 | 0 | 2
ha_1 | 17 | 6
nand2_2 | 0 | 3
inv_4 | 0 | 3
buf_2 | 2 | 15
buf_4 | 8 | 26
nor2b_4 | 0 | 2
ha_4 | 0 | 9
nor2_2 | 1 | 2
and2_1 | 6 | 4
a21o_1 | 4 | 4
fa_2 | 0 | 5
o21ai_0 | 9 | 5
nand2_1 | 11 | 8
inv_2 | 1 | 7
a31oi_1 | 3 | 3
inv_1 | 17 | 8
clkdlybuf4s50_1 | 0 | 3
==> power breakdown <==
| part | switching [mW] | internal, mW | total [mW] | leakage [nW] |
|---|---|---|---|---|
| logic | 0.236 | 0.351 | 0.588 | 0.748 |
| clock network | 0 | 0 | 0 | 0 |
| registers | 0 | 0 | 0 | 0 |
==> layer usage <==
layer	vias to the layer above	GRT usage (%)	part of all wire [%]
met2	27	11.56	45
met5	-	0	0
met3	0	1.591	7.1
met4	0	0	0
li1	436	-	-
met1	416	9.630	48
==> how the worst max path moves through the flow <==
stage | to | start | cells past startpoint | slack [ns]
CTS | led_ten[6] | b0 | 23 | -1.45
global route | led_ten[3] | a1 | 23 | -1.55
finish | led_ten[6] | a1 | 23 | -1.36
==> layout make-up <==
| cell class | instances | share of cell area, % |
|---|---|---|
| inverters | 18 | 4.854 |
| multi-input cells | 73 | 53.32 |
| well taps | 46 | 3.722 |
| repair buffers | 70 | 38.11 |
==> worst min-delay path, delay by kind of cell <==
| kind | cells | cell delay (ns) |
|---|---|---|
| and+or+nand+nor | 2 | 0.28 |
| AOI/OAI and AO/OA | 1 | 0.10 |
| buffers and inverters | 3 | 0.27 |
Power is estimated from default activity; no workload was simulated.
