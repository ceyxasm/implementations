**flow/constraint.sdc**
```tcl
current_design bcdAdder

set clk_period 4.8
set clk_io_pct 0.2

create_clock -name clk0 -period $clk_period

set non_clock_inputs [all_inputs -no_clocks]
set_input_delay [expr $clk_period * $clk_io_pct] -clock clk0 $non_clock_inputs
set_output_delay [expr $clk_period * $clk_io_pct] -clock clk0 [all_outputs]
```
**flow/run.sh**
```bash
#!/bin/bash
# OpenROAD 26Q1-2900-gdf79404cd8, Yosys 0.63+post, stock flow scripts
make -C /OpenROAD-flow-scripts/flow DESIGN_CONFIG=/design/flow/config.mk WORK_HOME=/design/flow/orfs finish
```
**flow/config.mk**
```make
export PLATFORM = sky130hd
export DESIGN_NAME = bcdAdder
export DESIGN_NICKNAME = bcdAdder
export VERILOG_FILES = /design/flow/design.v
export SDC_FILE = /design/flow/constraint.sdc
export NUM_CORES = 4
export LEC_CHECK = 1
export CORE_AREA = 10 10 70 70
export DIE_AREA = 0 0 80 80
```
**flow/design.v**
```verilog
`timescale 1ns / 1ps
module half_adder(a,b,s,c);
input a,b;
output s,c;
assign s = a^b;
assign c = a&b;
endmodule
module full_adder(a,b,cin,s,cout);
input a,b,cin;
output s,cout;
half_adder H1(a,b,s1,c1);
half_adder H2(s1,cin,s,c2);
assign cout = c1|c2;
endmodule
module fourbitadder(a,b,c0,s,Cout);
input [3:0] a;   
input [3:0] b;   
input c0;        
output [3:0] s;  
output Cout;     
full_adder F1(a[0],b[0],c0,s[0],c1);  
full_adder F2(a[1],b[1],c1,s[1],c2);
full_adder F3(a[2],b[2],c2,s[2],c3);
full_adder F4(a[3],b[3],c3,s[3],Cout);
endmodule
module bcdAdder(a,b,cin,sum,cout);
input [3:0] a,b;
input cin;
output [3:0] sum;
output cout;
wire [3:0] s1, temp;
wire c1;
fourbitadder four(a,b,cin,s1,c1);
assign c2 = c1 | s1[3]&s1[2] | s1[3]&s1[1];
assign temp[3] = 1'b0;
assign temp[0] = 1'b0;
assign temp[1] = c2;
assign temp[2] = c2;
assign cout = c2;
fourbitadder fourr(s1,temp,1'b0,sum,useless_carry);
endmodule
```
==> Implementation_results.wiki <==
== Flow metrics ==
{| class="wikitable"
! Metric !! Value
|-
| Status || finished, final reports clean
|-
| Synth Warn # || 8
|-
| Grt met2 use || 0.02648
|-
| Max Freq || 0.2146 GHz
|-
| Master of the slowest instance on the critical path || fa_1
|-
| I/O pins || 14
|-
| Cell internal pwr || 0.04240 mW
|-
| Last weighted congestion value of the routability-driven placer || 0.8329
|-
| Total of fill cells in the finished design || 399
|-
| Initial core utilization || 0.06227
|-
| Share of the yosys chip area belonging to registers || 0
|-
| Core outline area || 3416 sq um
|-
| Data required time of the worst path || 3.84 ns
|-
| Synth cell types || 8
|-
| Sequential Power Share || 0
|-
| Critical path cell sequence || dlygate4sd2_1, inv_1, fa_2, fa_2, fa_2, inv_2, fa_1, a21o_1, ha_2, inv_2, fa_2, inv_1, buf_2
|-
| Total power per unit cell area || 168.8 nW/um^2
|-
| Crit share post-route || 0.9706
|-
| Avg Cell Area, Syn || 8.181 sq um
|-
| First-pass GRT wire length || 1014 um
|-
| Sequential cell area || 0 sq um
|-
| Top-area cell share || 0.4706
|-
| Most instantiated library cell after synthesis || inv_1
|-
| Detail-routed via count per cell || 2.186
|-
| GR Util All Layers || 0.01975
|-
| Diodes inserted || 0
|-
| Max Slew Vio Count || 0
|-
| Tool warning count || 32
|-
| Setup violation total in the final timing report || 0
|-
| Total Routed Length || 627 um
|-
| Overall chip area || 6400 sq um
|-
| DRC violations left || 0
|-
| Number of endpoints with negative hold slack in the final report || 0
|-
| WHS || 2.686 ns
|-
| Antenna Nets Post-Route || 0
|-
| Grt ovf || 0
|-
| Number of vias after detailed routing || 188
|-
| Area added between synthesis and finish || 90.00%
|-
| Arrival time reported for the critical path endpoint || 3.70 ns
|-
| CP most frequent cell || fa_2
|-
| Die Y || 80 um
|-
| Number of iterations in the first detailed-routing pass || 1
|-
| Peak supply drop || 0.00003929 V
|-
| Fraction of met3 tracks used by global routing || 0.02273
|-
| Pin count of the biggest net entering global routing || 3
|-
| Routed length per placed instance || 7.291 um
|-
| Relative contribution of the clock network to total power || 0
|-
| Routing layer with the top usage in global route || met2
|-
| Largest area contributor in the netlist || fa_1
|-
| # port buffers || 14
|-
| Post-cts hold-fix buffer tally || 0
|-
| Worst slew margin relative to its limit || 0.8668
|-
| Layout sequential cell count || 0
|-
| Detailed-placement wirelength estimate || 579.7 um
|-
| Number of standard cells reported by yosys || 26
|-
| Worst-margin pin slew || 0.1998 ns
|-
| Final period demand of the worst path || 4.659 ns
|-
| CLK BUF || 0
|-
| Slack of the critical path || 0.1412 ns
|-
| Post-synth area from yosys stat || 212.7 sq um
|-
| Total negative slack for setup checks || 0 ns
|-
| Top cells by count, synth || inv_1, fa_1, buf_4
|-
| Worst setup SP type || input port
|-
| Max capacitance violation total || 0
|-
| Horizontal die size || 80 um
|-
| Number of cell rows || 21
|-
| Static power due to leakage || 0.1867 nW
|-
| Vias in the first global route || 206
|-
| Summed instance area of the synthesized netlist || 212.7 sq um
|-
| Relative contribution of combinational cells to total power || 1.000
|-
| Met1 Track Usage GR || 0.02148
|-
| Largest incremental delay on the critical path || 0.42 ns
|-
| Maximum fanout count along the critical path || 2
|-
| Worst setup slack before clock tree synthesis || -0.6978 ns
|-
| Total net switching power || 0.02582 mW
|-
| Type of the most critical hold path || in -> out
|-
| Cell area leaders || fa_1, inv_1, buf_4
|-
| Startpoint-to-endpoint class of the critical path || in -> out
|-
| Syn Inst Count || 26
|-
| Number of antenna violations at the first check in global routing || 0
|-
| RSZ-0062 raised after global routing || false
|-
| Layout cells sized above 1 || 0.4000
|-
| Nature of the critical path endpoint || output pin
|-
| Switch share || 0.3785
|-
| Detailed Route Iter0 Violations || 0
|}
routing by layer:
metal | wire length, um | up-vias
li1 | - | 94
met5 | 0 | -
met2 | 201 | 12
met3 | 189 | 0
met4 | 0 | 0
met1 | 235 | 82
area by class of cell:
class	instances	area, sq um	share of cell area
multi-input cells	10	150.1	0.3715
inverters	12	45.04	0.1115
well taps	46	57.56	0.1424
repair buffers	18	151.4	0.3746
per-stage QoR:
step                area, sq um  power, mW    util  instances
floorplan                 212.7    0.04238       -         26
global placement          395.4    0.07193  0.1158         84
detailed placement        395.4    0.07397  0.1158         84
CTS                       400.4    0.06819  0.1172         85
global route              404.1    0.08077  0.1183         86
finish                    404.1    0.06822  0.1183         86
power by group through the flow:
stage	logic (mW)	clock network, mW	registers (mW)
4_1_cts	0.0682	0	0
5_1_grt	0.0808	0	0
6_report	0.0682	0	0
worst max-delay path, delay by kind of cell:
family | cells | cell delay [ns]
adders and majority gates | 6 | 2.04
AOI/OAI and AO/OA | 1 | 0.19
buffers and inverters | 6 | 0.51
cells in the final DEF (no fill, tap or decap):
cell type	n
clkbuf_2	1
clkdlybuf4s50_1	8
fa_1	1
dlygate4sd2_1	3
a21oi_1	1
fa_2	4
a21o_1	1
buf_2	2
nand2_1	1
xnor2_1	1
inv_2	4
ha_2	1
buf_4	4
inv_1	8
cell families after synthesis:
logic type	share of synthesized area
and+or+nand+nor	0.01763
AOI/OAI and AO/OA	0.05881
buffers and inverters	0.3529
adders and majority gates	0.5294
xor gates and xnor gates	0.04118
path summary, 6_finish.rpt:
path / from / slack (ns) / end / cells after the start
setup / recovery: b[0] / 0.14 / sum[2] / 13
hold / removal: a[0] / 2.69 / sum[0] / 5
repair_timing:
item                       4_1_cts  5_1_grt
gates resized                   18        3
pin swaps                        8        5
setup buffers                    1        1
setup endpoints to repair        3        2
No activity file was given, so power comes from the tool's default toggle rates.
